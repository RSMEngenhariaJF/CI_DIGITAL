### ./run.sh
#!/bin/bash
# OpenROAD 26Q1-2900-gdf79404cd8, Yosys 0.63+post, stock flow scripts
make -C /OpenROAD-flow-scripts/flow DESIGN_CONFIG=/design/flow/config.mk WORK_HOME=/design/flow/orfs finish
### ./config.mk
export PLATFORM = sky130hd
export DESIGN_NAME = somador_BCD_3DIG
export DESIGN_NICKNAME = somador_BCD_3DIG
export VERILOG_FILES = /design/flow/design.v
export SDC_FILE = /design/flow/constraint.sdc
export NUM_CORES = 4
export LEC_CHECK = 1
export CORE_AREA = 10 10 86 86
export DIE_AREA = 0 0 96 96
### ./constraint.sdc
current_design somador_BCD_3DIG

set clk_period 17.6
set clk_io_pct 0.2

create_clock -name clk0 -period $clk_period

set non_clock_inputs [all_inputs -no_clocks]
set_input_delay [expr $clk_period * $clk_io_pct] -clock clk0 $non_clock_inputs
set_output_delay [expr $clk_period * $clk_io_pct] -clock clk0 [all_outputs]
### ./design.v
module somador_BCD_1(
        input [3:0] A,B,
        input C_in,
        output [3:0] saida,
        output carry
);
reg [3:0] S;
reg C;
initial begin
    C <= 1'b0;
end
always @ (*) begin
    S = A+B+C_in;
    if(S> 9)
    begin
        if(S>15)
            C <= 1'b1;
        else
            C<=1'b0;
        S = S + 6;
    end
end
assign saida = S;
assign  carry = C;
endmodule
module somador_BCD(
        input [3:0] A,B,
        input C_in,
        output [3:0] saida,
        output carry
);
reg [3:0] S;
reg C;
initial begin
    C <= 1'b0;
end
always @ (*) begin
    S = A+B+C_in;
    if(S> 9)
        begin
            C <= 1'b1;
            S = S + 6;
        end
    else
        C<=1'b0;
end
assign saida = S;
assign  carry = C;
endmodule
module convert_BCD(
    input [7:0] entrada,
    output [11:0] BCD
);
    reg [11 : 0] bcd; 
     reg [3:0] i;   
     always @(*)
        begin
            bcd = 0;  
            for (i = 0; i < 8; i = i+1)  
            begin
                bcd = {bcd[10:0],entrada[7-i]};  
                if(i < 7 && bcd[3:0] > 4) 
                    bcd[3:0] = bcd[3:0] + 3;
                if(i < 7 && bcd[7:4] > 4)
                    bcd[7:4] = bcd[7:4] + 3;
                if(i < 7 && bcd[11:8] > 4)
                    bcd[11:8] = bcd[11:8] + 3;  
            end
        end
    assign BCD = bcd;     
endmodule
module somador_BCD_3DIG(
    input [7:0] A,B,
    input C_in,
    output [11:0] S,
    output C_out
);
wire C_UN,C_DZ;
wire [7:0] S_UN,S_DZ,S_CN;
wire [11:0] A_BCD,B_BCD;
convert_BCD conv_A(
    .entrada(A),
    .BCD(A_BCD)
);
convert_BCD conv_B(
    .entrada(B),
    .BCD(B_BCD)
);
somador_BCD UNIDADE(
        .A(A_BCD[3:0]),
        .B(B_BCD[3:0]),
        .C_in(C_in),
        .saida(S_UN),
        .carry(C_UN)
);
somador_BCD DEZENA(
        .A(A_BCD[7:4]),
        .B(B_BCD[7:4]),
        .C_in(C_UN),
        .saida(S_DZ),
        .carry(C_DZ)
);
somador_BCD CENTENA(
        .A(A_BCD[11:8]),
        .B(B_BCD[11:8]),
        .C_in(C_DZ),
        .saida(S_CN),
        .carry(C_out)
);
assign S = {S_CN[3:0],S_DZ[3:0],S_UN[3:0]};
endmodule
==> impl_metrics.yaml <==
# synthesis and place-and-route metrics
sta:
  setup_viol: 0
  relSlewSlack: 0.3945
  worst_slack_ns: 3.049
  fin_crit_ns: 14.55
  rsz0062_at_grt: "false"
  fin_tns_setup_ns: 0
  tightest_slew_ns: 0.9051
  drv_slew: 0
  fin_hold_ws_ns: 8.082
  final_hold_viol_count: 0
  min_period_over_period: 0.8268
  fmax_mhz: 68.72
floorplanning:
  initial_core_util: 0.4243
  die-area_um2: 9216
  fp.dieH_um: 96
  ios: 30
  die_w_um: 96
  row_count: 27
  core_area_um2: 5540
route:
  first_iter_violations: 102
  drc: 0
  highest_layer: "met3"
  vias: 2274
  route.met3.wl_um: 197
  dr.pass1.iters: 4
  wirelength_um: 5077
  wl_met2_um: 2238
  drt-vias-per-instance: 5.440
  m1WireLength_um: 2641
  antennaDiodeCount: 0
  antenna_left: 0
  wl_per_cell_um: 12.15
flow_run:
  warning_count: 44
  cap_viol_max_count: 0
min_path:
  min_path_type: "input port to output port"
grt:
  overflow: 0
  grt_max_degree: 18
  antenna_found_initial: 0
  grt_pass1_vias: 1958
  grt_pass1_wl_um: 8756
  grt_usage: 0.1088
layout:
  ff_count: 0
  lay_top_cells: "inv_1 (34), nor2_1 (30), nand2_1 (30), a21oi_1 (30), clkdlybuf4s50_1 (28)"
  final_layout_size_suffix_gt1_frac: 0.08382
  regArea_um2: 0
  layout_top_cell: "inv_1"
  clkbuf_count: 0
  n_fill_cell: 564
  area_growth_syn_to_layout_pct: 11.12
worst_setup_path:
  crit_type: "input port to output port"
  cp_max_fo: 13
  crit_path_start_kind: "input port"
  critical_path_arrival_ns: 11.03
  end_kind: "output port"
  cp.required_ns: 14.08
cts:
  cts_resized: 0
  postCtsSetupBuffers: 0
  cts_hold_buf: 0
run_status:
  status: "complete, no violations"
power:
  powerDensity_nw_per_um2: 103.1
  p_total_uw: 269.4
  power.leakage_uw: 0.001091
  peakVddDrop_uv: 92.12
synth:
  synth_area_um2: 2351
  synth_cell_type_count: 70
  ys_chip_area_um2: 2351
  synth_cells: 336
  ys_cells: 336
  yosysSeqAreaShare: 0
  synth_area_per_cell_um2: 6.997
  yosys_warnings: 5
place:
  place_ws_ns: 3.024
  io_buffer_count: 28
  gp_congestion: 0.9172
  place_hpwl_um: 4084
synthesized netlist by cell type (4+ instances only):
| library cell | number | area share |
|---|---|---|
| a211oi_1 | 6 | 0.019 |
| a21oi_1 | 30 | 0.064 |
| buf_4 | 5 | 0.016 |
| clkbuf_1 | 9 | 0.014 |
| fa_1 | 6 | 0.051 |
| ha_1 | 24 | 0.13 |
| inv_1 | 34 | 0.054 |
| mux2i_1 | 13 | 0.055 |
| nand2_1 | 30 | 0.048 |
| nand2b_1 | 4 | 0.011 |
| nand3_1 | 9 | 0.019 |
| nor2_1 | 30 | 0.048 |
| nor3_1 | 6 | 0.013 |
| o211ai_1 | 5 | 0.016 |
| o21ai_0 | 22 | 0.047 |
| o21ai_1 | 4 | 0.0085 |
| o31ai_1 | 4 | 0.013 |
| xnor2_1 | 6 | 0.022 |
| xor2_1 | 10 | 0.037 |
stage by stage:
stage / utilization / instance area [um2] / cells
6_report: 0.4715 / 2613 / 418
2_1_floorplan: - / 2355 / 337
4_1_cts: 0.4715 / 2613 / 418
3_3_place_gp: 0.4715 / 2613 / 418
5_1_grt: 0.4715 / 2613 / 418
3_5_place_dp: 0.4715 / 2613 / 418
path summary, 6_finish.rpt:
kind | end | slack, ns | from | depth (start not counted)
setup / recovery | S[9] | 3.05 | B[5] | 28
hold / removal | S[0] | 8.08 | C_in | 5
cells by family after synthesis:
| kind of cell | share of synthesized area |
|---|---|
| AOI/OAI and AO/OA | 0.3465 |
| and+or+nand+nor | 0.2209 |
| buffers and inverters | 0.1054 |
| adders and majority gates | 0.1788 |
| xor gates and xnor gates | 0.08036 |
| muxes | 0.06652 |
| other | 0.001595 |
routing by layer:
| metal | vias up | track usage |
|---|---|---|
| li1 | 1219 | - |
| met1 | 1020 | 0.1655 |
| met2 | 35 | 0.1760 |
| met3 | 0 | 0.005503 |
| met4 | 0 | 0 |
| met5 | - | 0 |
layout make-up:
cell class,count,area [um2],share of cell area
Multi-Input combinational cell,283,2107,0.8065
Tap cell,72,90.09,0.03448
Inverter,34,127.6,0.04885
Timing Repair Buffer,29,287.8,0.1102
power breakdown:
part           internal [uW]  switching [uW]  total (uW)
clock network              0               0           0
registers                  0               0           0
logic                    145             124         269
critical path, stage by stage:
cell and delay [ns]:
clkdlybuf4s50_1 0.56, inv_1 0.08, ha_1 0.23, inv_1 0.06, ha_1 0.32, xor2_1 0.75
a221oi_1 0.17, a211oi_1 0.26, a21oi_1 0.09, o21ai_0 0.41, nor2_1 0.11, mux2_2 0.28
a221o_1 0.29, ha_1 0.31, xnor2_1 0.33, inv_1 0.11, nor2_1 0.18, nor2_1 0.11
fa_1 0.41, a21o_1 0.17, a21oi_1 0.18, xor2_1 0.10, xnor2_1 0.35, o21ai_0 0.21
fa_1 0.46, fa_1 0.43, inv_1 0.07, clkdlybuf4s50_1 0.45
Power is estimated from default activity; no workload was simulated.

File: ./run.sh
#!/bin/bash
# OpenROAD 26Q1-2900-gdf79404cd8, Yosys 0.63+post, stock flow scripts
make -C /OpenROAD-flow-scripts/flow DESIGN_CONFIG=/design/flow/config.mk WORK_HOME=/design/flow/orfs finish
File: ./design.v
module ula_74181 (
    input  [3:0] A,           
    input  [3:0] B,           
    input  [3:0] S,           
    input  M,                 
    input  carry_in,          
    output reg [3:0] F,       
    output reg carry_out,     
    output reg equal          
);
    always @(*) begin
        F = 4'b0000;
        carry_out = 1'b0;
        equal = 1'b0;
        if (A == B)
            equal = 1'b1;
        if (M == 0) begin
            case (S)
                4'b0000: F = A & B;            
                4'b0001: F = A | B;            
                4'b0010: F = A ^ B;            
                4'b0011: F = ~(A & B);         
                4'b0100: F = ~(A | B);         
                4'b0101: F = ~(A ^ B);         
                4'b0110: F = ~A;               
                4'b0111: F = ~B;               
                default: F = 4'b0000;          
            endcase
        end else begin
            case (S)
                4'b0000: {carry_out, F} = A + B + carry_in; 
                4'b0001: {carry_out, F} = A - B - carry_in; 
                4'b0010: {carry_out, F} = B - A - carry_in; 
                4'b0011: {carry_out, F} = A + 1; 
                4'b0100: {carry_out, F} = A - 1; 
                4'b0101: {carry_out, F} = B + 1; 
                4'b0110: {carry_out, F} = B - 1; 
                default: F = 4'b0000;  
            endcase
        end
    end
endmodule
File: ./config.mk
export PLATFORM = sky130hd
export DESIGN_NAME = ula_74181
export DESIGN_NICKNAME = ula_74181
export VERILOG_FILES = /design/flow/design.v
export SDC_FILE = /design/flow/constraint.sdc
export NUM_CORES = 4
export LEC_CHECK = 1
export CORE_AREA = 10 10 85 85
export DIE_AREA = 0 0 95 95
File: ./constraint.sdc
current_design ula_74181

set clk_period 3.3
set clk_io_pct 0.2

create_clock -name clk0 -period $clk_period

set non_clock_inputs [all_inputs -no_clocks]
set_input_delay [expr $clk_period * $clk_io_pct] -clock clk0 $non_clock_inputs
set_output_delay [expr $clk_period * $clk_io_pct] -clock clk0 [all_outputs]
==> qor.csv <==
stage,metric,value,unit
synthesis,ys_warn_count,1,
global_routing,grt-ovfl-total,0,
global_routing,grt_max_degree,16,
global_routing,grt_util_all_layers,0.1145,
route,diodes,0,
run_status,status,"complete, but fails checks",
synthesis,ys_types,47,
die,die_x,95,µm
timing,slew_headroom,0.6799,
power,p_sw,0.1712,mW
cells_and_area,fillers,540,
synthesis,synth.largest_area_cell,ha_1,
global_routing,grt_pass1_wl,8335,µm
cells_and_area,fin_util,0.4278,
timing,setup_violations,3,
worst_setup_path,path_max_fanout,3,
power,peakVddDrop,68.16,µV
placed_design,pre_cts_ws,-1036,ps
cells_and_area,combGateArea,0.001500,mm²
die,io_pins,20,
route,routedWlPerCell,15.26,µm
timing,drv_slew,0,
cells_and_area,register_area,0,µm²
synthesis,yosys_cells,182,
global_routing,grt_pass1_vias,1707,
worst_hold_path,min_to,carry_out,
job,drv_cap,0,
timing,final-hold-violation-count,0,
synthesis,ys_seq_frac,0,
worst_setup_path,crit_type,input port to output port,
worst_setup_path,path_cells,"buf_8, buf_6, buf_6, fa_2, inv_2, fa_2, nand2b_4, a21oi_4, xnor2_1, mux4_2, a221oi_2, buf_2",
worst_hold_path,hold_start,B[3],
global_routing,antenna_found_initial,0,
worst_setup_path,crit_arrival,2770,ps
route,via_per_inst,5.158,
timing,rsz0062_at_grt,yes,
cells_and_area,final_cells,322,
worst_hold_path,hold_depth,6,
die,std_cell_rows,27,
timing,setup_ws,-132.7,ps
worst_hold_path,hold_path.class,input port to output port,
placed_design,portBuffers,20,
route,first_iter_violations,138,
worst_setup_path,cp_num_buf_inv,5,
power,finalPower,0.3724,mW
power,powerDensity,159.1,mW/mm²
die,fp_util,0.2661,
synthesis,synthTopCellsByCount,"ha_1 (24), inv_1 (17), nor2_1 (12), o21ai_0 (10), xnor2_1 (9)",
timing,fmax,291.3,MHz
power,power.leakage,1.026,nW
die,fp.dieH,95,µm
route,routed_wl,4914,µm
worst_setup_path,crit_path_top_delay_cell,mux4_2,
route,ant_nets,0,
worst_setup_path,max_stage_delay,470,ps
run_status,violations,setup timing,
job,log.warning_count,48,
route,drc,0,
cells_and_area,drive_above_1_share,0.4320,
placed_design,dp_hpwl,3973,µm
route,drt_pass1_iterations,4,
synthesis,most_common_cell,ha_1,
route,vias,1661,
synthesis,synth.area.top_cells,"ha_1 (21%), fa_1 (8.2%), mux2i_1 (5.5%)",
power,p_int,0.2012,mW
placed_design,place_congestion,0.9599,
cells_and_area,syn_to_final_growth,60.74,%
power,swShare,0.4596,
timing,period_needed,3433,ps
cells_and_area,nClkBuffers,0,
cells_and_area,ff_count,0,
synthesis,postSynthCellCount,182,
timing,worst_pin_slew,468.0,ps
synthesis,ys_chip_area,0.001456,mm²
worst_setup_path,cp-start-kind,input port,
timing,holdWs,2054,ps
placed_design,place_inst,314,
synthesis,syn_avg_cell_area,8.002,µm²
synthesis,netlist_area,0.001456,mm²
power,combPwrFrac,1.000,
power,p_seq_frac,0,
die,core-area,0.005473,mm²
synthesis,netlist.area_leader.share,0.2062,
power,pwr-share-clk,0,
worst_setup_path,cpLargestDelayFamily,adder cells,
worst_setup_path,critPathCaptureType,output port,
timing,min_period_over_period,1.040,
worst_setup_path,worstPathRequired,2640,ps
die,chip_area,0.009025,mm²
==> metrics by stage <==
| stage | cell area, µm² | setup TNS, ps |
|---|---|---|
| 2_1_floorplan | 1456 | 0 |
| 3_3_place_gp | 2095 | -4481 |
| 3_5_place_dp | 2095 | -4528 |
| 4_1_cts | 2281 | -387.8 |
| 5_1_grt | 2341 | -610.9 |
| 6_report | 2341 | -257.7 |
==> timing repair <==
item	CTS	global route
gates cloned	0	0
setup buffers	7	1
hold buffers	0	0
gates resized	73	15
pin swaps	18	20
endpoints found under the setup margin	5	5
==> cells in the final DEF (no fill, tap or decap), types with 3 or more instances in the layout <==
cell             count
buf_4               49
ha_1                17
nor2_1              12
buf_6               11
inv_1                9
inv_2                9
mux2i_1              8
xnor2_1              8
ha_4                 7
dlygate4sd2_1        7
xor2_1               6
nor2b_1              6
a211oi_1             6
nand3_1              6
fa_2                 6
clkdlybuf4s50_1      6
o21ai_0              5
a21oi_1              4
nand2_1              3
nand2b_1             3
mux4_2               3
mux2_2               3
o21ai_1              3
a32oi_1              3
nor4_1               3
a21o_1               3
buf_2                3
==> power groups by stage <==
stage	Sequential (mW)	Clock [mW]	Combinational, mW
finish	0	0	0.372
global route	0	0	0.408
CTS	0	0	0.354
==> logic make-up after synthesis <==
| family | after synthesis | share of synthesized area |
|---|---|---|
| AND-OR/OR-AND | 47 | 0.2311 |
| XOR/XNOR | 15 | 0.09021 |
| adder cells (fa/ha/maj) | 30 | 0.2887 |
| buffers and inverters | 30 | 0.08419 |
| multiplexers | 14 | 0.1246 |
| AND/OR/NAND/NOR | 46 | 0.1813 |
==> worst max-delay path by stage <==
stage,startpoint,to,depth (start not counted)
after CTS,A[0],F[3],12
after global routing,A[0],carry_out,12
final,A[0],carry_out,12
==> per-layer routing <==
metal,track usage,part of all wire
met5,0,0
met4,0.01995,0.021
met3,0.02244,0.084
met2,0.1854,0.45
met1,0.1569,0.44
==> cell type report <==
class	count	area share
tap	72	0.03848
inverter	18	0.02886
timing repair buffer	80	0.2918
multi-input combinational	152	0.6408
Power is estimated from default activity; no workload was simulated.

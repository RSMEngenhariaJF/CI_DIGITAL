==> ./design.v <==
module ALU_1(
    input [3:0] A,B,
    input [2:0] sel,
    output [3:0] Y
);
reg [3:0] result;
always @ (*) begin
    case (sel)
            3'b000: result = A+B;
            3'b001: result = A-B;
            3'b010: result = A&B;
            3'b011: result = A|B;
            3'b100: result = ~A;
            3'b101: result = ~(A&B);
            default: result = 0;
    endcase
end
assign Y = result;
endmodule
module ALU_2(
    input [3:0] A,B,
    input [2:0] sel,
    output [3:0] Y
);
reg [3:0] result;
always @ (*) begin
    case (sel)
            3'b000: result = A+B;
            3'b001: result = A-B;
            3'b010: result = A&B;
            3'b011: result = A|B;
            3'b100: result = ~A;
            3'b101: result = ~(A&B);
            3'b110: result = (A<<1);
            3'b111: result = (A>>1);
            default: result = 0;
    endcase
end
assign Y = result;
endmodule
module ALU_3(
    input [3:0] A,B,
    input [2:0] sel,
    output [3:0] Y
);
reg [3:0] result;
always @ (*) begin
    case (sel)
            3'b000: result = A+B;
            3'b001: result = A-B;
            3'b010: result = A&B;
            3'b011: result = A|B;
            3'b100: result = ~A;
            3'b101: result = ~(A&B);
            3'b110:
                    if(B>4) 
                        result = (A<<4);
                    else
                        result = (A<<B);
            3'b111: 
                    if(B>4)
                        result = (A>>4);
                    else 
                        result = (A>>B);
            default: result = 0;
    endcase
end
assign Y = result;
endmodule
module ALU_4(
    input [3:0] A,B,
    input [2:0] sel,
    output C_out,Z_out,N_out,
    output [3:0] Y
);
reg [3:0] result;
reg C,Z,N;
always @ (*) begin
    case (sel)
            3'b000: 
                begin
                    result = A+B;
                    if((A+B) > 15)
                    begin
                        C=1'b1;
                        Z=1'b0;
                        N=1'b0;
                    end
                    else if ((A+B) <0)
                    begin
                        C=1'b0;
                        Z=1'b0;
                        N=1'b1;
                    end
                    else if(result == 0)
                    begin
                        C=1'b0;
                        Z=1'b1;
                        N=1'b0;
                    end
                    else begin
                        C=1'b0;
                        Z=1'b0;
                        N=1'b0;
                    end
                end
            3'b001:
                begin
                    result = A-B;
                    if((B) > A)
                    begin
                        C=1'b1;
                        Z=1'b0;
                        N=1'b1;
                    end
                    else if ((A-B)==0)
                    begin
                        C=1'b0;
                        Z=1'b1;
                        N=1'b0;
                    end
                    else begin
                        C=1'b0;
                        Z=1'b0;
                        N=1'b0;
                    end
                end 
            3'b010: 
                begin
                    result = A&B;
                    if(result ==0)
                    begin
                        C=1'b0;
                        Z=1'b1;
                        N=1'b0;
                    end
                    else begin
                        C=1'b0;
                        Z=1'b0;
                        N=1'b0;
                    end
                end
            3'b011: 
            begin
                result = A|B;
                if(result ==0)
                begin
                    C=1'b0;
                    Z=1'b1;
                    N=1'b0;
                end
                else begin
                    C=1'b0;
                    Z=1'b0;
                    N=1'b0;
                end
            end
            3'b100: 
            begin
                result = ~A;
                if(result ==0)
                begin
                    C=1'b0;
                    Z=1'b1;
                    N=1'b0;
                end
                else begin
                    C=1'b0;
                    Z=1'b0;
                    N=1'b0;
                end
            end
            3'b101: 
            begin
                result = ~(A&B);
                if(result ==0)
                begin
                    C=1'b0;
                    Z=1'b1;
                    N=1'b0;
                end
                else begin
                    C=1'b0;
                    Z=1'b0;
                    N=1'b0;
                end
            end
            3'b110:
                    if(B>=4)
                    begin 
                        result = (A<<4);
                        C=1'b0;
                        Z=1'b1;
                        N=1'b0;
                    end
                    else
                    begin
                        result = (A<<B);
                        C=1'b0;
                        Z=1'b0;
                        N=1'b0;
                    end
            3'b111: 
                    if(B>=4)
                    begin
                        result = (A>>4);
                        C=1'b0;
                        Z=1'b1;
                        N=1'b0;
                    end
                    else 
                    begin
                        result = (A>>B);
                        C=1'b0;
                        Z=1'b0;
                        N=1'b0;
                    end
            default:
            begin 
                result = 0;
                C=1'b0;
                Z=1'b0;
                N=1'b0;
            end
    endcase
end
assign Y = result;
assign C_out = C;
assign Z_out = Z;
assign N_out = N;
endmodule
module ALU_5(
    input [3:0] A,B,
    input [3:0] sel,
    output C_out,Z_out,N_out,
    output [3:0] Y
);
reg [3:0] result;
reg C,Z,N;
always @ (*) begin
    case (sel)
            4'b0000: 
                begin
                    result = A+B;
                    if((A+B) > 15)
                    begin
                        C=1'b1;
                        Z=1'b0;
                        N=1'b0;
                    end
                    else if ((A+B) <0)
                    begin
                        C=1'b0;
                        Z=1'b0;
                        N=1'b1;
                    end
                    else if(result == 0)
                    begin
                        C=1'b0;
                        Z=1'b1;
                        N=1'b0;
                    end
                    else begin
                        C=1'b0;
                        Z=1'b0;
                        N=1'b0;
                    end
                end
            4'b0001:
                begin
                    result = A-B;
                    if((B) > A)
                    begin
                        C=1'b1;
                        Z=1'b0;
                        N=1'b1;
                    end
                    else if ((A-B)==0)
                    begin
                        C=1'b0;
                        Z=1'b1;
                        N=1'b0;
                    end
                    else begin
                        C=1'b0;
                        Z=1'b0;
                        N=1'b0;
                    end
                end 
            4'b0010: 
                begin
                    result = A&B;
                    if(result ==0)
                    begin
                        C=1'b0;
                        Z=1'b1;
                        N=1'b0;
                    end
                    else begin
                        C=1'b0;
                        Z=1'b0;
                        N=1'b0;
                    end
                end
            4'b0011: 
            begin
                result = A|B;
                if(result ==0)
                begin
                    C=1'b0;
                    Z=1'b1;
                    N=1'b0;
                end
                else begin
                    C=1'b0;
                    Z=1'b0;
                    N=1'b0;
                end
            end
            4'b0100: 
            begin
                result = ~A;
                if(result ==0)
                begin
                    C=1'b0;
                    Z=1'b1;
                    N=1'b0;
                end
                else begin
                    C=1'b0;
                    Z=1'b0;
                    N=1'b0;
                end
            end
            4'b0101: 
            begin
                result = ~(A&B);
                if(result ==0)
                begin
                    C=1'b0;
                    Z=1'b1;
                    N=1'b0;
                end
                else begin
                    C=1'b0;
                    Z=1'b0;
                    N=1'b0;
                end
            end
            4'b0110:
                    if(B>=4)
                    begin 
                        result = (A<<4);
                        C=1'b0;
                        Z=1'b1;
                        N=1'b0;
                    end
                    else
                    begin
                        result = (A<<B);
                        C=1'b0;
                        Z=1'b0;
                        N=1'b0;
                    end
            4'b0111: 
                    if(B>=4)
                    begin
                        result = (A>>4);
                        C=1'b0;
                        Z=1'b1;
                        N=1'b0;
                    end
                    else 
                    begin
                        result = (A>>B);
                        C=1'b0;
                        Z=1'b0;
                        N=1'b0;
                    end
            4'b1000:
                    begin
                        result = A^B;
                        if(result ==0)
                        begin
                            C=1'b0;
                            Z=1'b1;
                            N=1'b0;
                        end
                        else begin
                            C=1'b0;
                            Z=1'b0;
                            N=1'b0;
                        end
                    end
            4'b1001:
                begin
                    result = A ~^ B;
                    if(result ==0)
                        begin
                            C=1'b0;
                            Z=1'b1;
                            N=1'b0;
                        end
                    else begin
                            C=1'b0;
                            Z=1'b0;
                            N=1'b0;
                    end
                end
            default:
            begin 
                result = 0;
                C=1'b0;
                Z=1'b0;
                N=1'b0;
            end
    endcase
end
assign Y = result;
assign C_out = C;
assign Z_out = Z;
assign N_out = N;
endmodule
==> ./run.sh <==
#!/bin/bash
# OpenROAD 26Q1-2900-gdf79404cd8, Yosys 0.63+post, stock flow scripts
make -C /OpenROAD-flow-scripts/flow DESIGN_CONFIG=/design/flow/config.mk WORK_HOME=/design/flow/orfs finish
==> ./config.mk <==
export PLATFORM = sky130hd
export DESIGN_NAME = ALU_5
export DESIGN_NICKNAME = ALU_5
export VERILOG_FILES = /design/flow/design.v
export SDC_FILE = /design/flow/constraint.sdc
export NUM_CORES = 4
export LEC_CHECK = 1
export CORE_AREA = 10 10 96 96
export DIE_AREA = 0 0 106 106
==> ./constraint.sdc <==
current_design ALU_5

set clk_period 4.0
set clk_io_pct 0.2

create_clock -name clk0 -period $clk_period

set non_clock_inputs [all_inputs -no_clocks]
set_input_delay [expr $clk_period * $clk_io_pct] -clock clk0 $non_clock_inputs
set_output_delay [expr $clk_period * $clk_io_pct] -clock clk0 [all_outputs]
==> impl.org <==
#+TITLE: Flow metrics

** Run status
- The flow ran to the end, and the final reports show no timing, DRC or antenna violations.

** Timing
- Setup repair after global routing left no endpoint under its margin.
- The transition time recorded at the tightest slew-check pin is between 300 and 400 ps.
- Final-report setup violation count :: 0
- Setup WS post-layout :: ~97 ps
- The final timing summary puts the cycle share of the worst path at between 90% and 100%.
- The tightest hold path in the finished design has a slack of 2610 ps.
- Fin. Hold Viols :: 0
- Timing would allow up to roughly 260 MHz.
- In the final report, the number of pins over their slew limit comes to 0.
- Max-slew headroom :: between 70% and 80%
- Period minus WS final :: a little under 4000 ps

** Cells and area
- Total number of sequential cells :: 0
- The layout summary lists the proportion of cells stronger than drive strength 1 as between 20% and 30%.
- Post-layout util :: around 22%
- Relative area change from synthesis to final layout :: 58.2%
- The layout report lists the multi-input gate area as 967 um2.
- Filler instances :: 839
- Count of clock buffers in the final design :: 0
- The layout report lists the combined flip-flop and latch area as 0 um2.

** Clocking
- After clock tree synthesis, the setup repair step added 0 buffers.
- Number of buffers added to fix hold violations after cts :: 0

** Hold path
- Worst min-delay path startpoint :: B[1]
- Worst hold stages :: 6
- The most critical min-delay path falls under input pin to output pin.
- Hold endpoint :: Y[1]

** Routing
- Count of unresolved DRC violations after routing :: 0
- Number of vias after detailed routing :: ~1,300
- Per the detail_route report, inserted antenna diodes total 0.
- Detailed Routing Iterations Pass 1 :: 4
- DR vias/cell :: 4.29
- Final ANT Viol Nets :: 0
- Overall routed net length :: approximately 3800 um
- Dividing the detail-routed wire length by the instance count gives 12.8 um.
- The first routing iteration left roughly 110 violations.

** Critical path
- Endpoint required time on the critical path :: ~3200 ps
- Start-to-end type of the worst setup path :: input pin to output pin
- STA classifies the critical path startpoint as an input pin.
- Arrival time at the worst endpoint :: between 3000 and 4000 ps
- Per the timing report, the biggest fanout along the worst path comes to 7.
- Crit end category :: output pin

** Run
- Warnings raised by the tools during the run amount to around 40.
- Tally of max-capacitance violations :: 0

** Die
- Per the OpenROAD floorplan log, the area of the core is between 7000 and 8000 um2.
- Horiz. Die Dim :: ~110 um
- Chip area :: between 10,000 and 15,000 um2
- Once the floorplan was initialized, standard cells occupied about 14% of the core.
- Number of core rows :: 31
- According to the floorplan report, the die height is 106 um.
- 19 I/O pins were placed.

** Placed design
- DP HPWL :: 3140 um
- GPL Wtd Cong :: around 0.95
- The count of buffers added on input and output ports is 19.
- Prior to clock tree synthesis, the placed netlist has a worst setup slack of -135 ps.

** Yosys
- Gate count after technology mapping :: between 100 and 150
- Before any placement, the netlist area is recorded as just over 1000 um2.
- Synthesis Warnings :: 1
- For this run, the chip area from Yosys synthesis comes to a little over 1000 um2.
- After synthesis, the design contains ~150 cells according to Yosys.
- In the Yosys stats the netlist draws on 49 distinct library cells.
- After synthesis, flip-flops and latches occupy 0% of the total area.
- Mean Syn Cell Area :: ~7 um2

** Global route
- Global routing used roughly 6.6% of the available tracks across all layers.
- Global-route wire length before repair :: about 6300 um
- Pin count of the biggest net entering global routing :: 26
- The global route stage reports its total congestion overflow as 0.
- The number of antenna violations at the first check in global routing was 0.
- Number of global-route vias before repair :: between 1,000 and 1,500

** Power
- Leakage power summed over all cells :: 0.669 nW
- Pwr Density :: about 120 nW/um2
- The highest supply drop recorded on VDD is about 0.039 mV.
## cell usage after synthesis (all sizes together) (2+ instances only)
library cell,n,area share [%]
buf,9,6.1
nand2b,3,1.8
xor2,4,3.4
a2111oi,2,1.7
a21oi,8,3.9
inv,13,4.8
a211oi,4,2.9
nand4,4,2.5
nand2,12,4.4
mux2i,3,2.9
xnor2,3,2.6
a311oi,2,1.7
a2bb2oi,2,1.7
o21bai,2,1.5
nor3,3,1.5
ha,12,15
nor2,14,5.4
nor2b,2,1.2
o21ai,13,6.7
a31oi,3,1.8
nor4,2,1.2
or2b,2,1.8
fa,2,3.9
nand3,4,2.0
o32ai,4,3.4
## cell type report
cell class | count | share of cell area, %
Tap cell | 99 | 7.67
Inverter | 13 | 3.02
Timing Repair Buffer | 55 | 29.4
Multi-Input combinational cell | 126 | 59.9
## worst max-delay path, stage by stage
cell and delay [ps]:
clkdlybuf4s50_1 430, buf_4 180, ha_2 220, a21o_1 180
a211o_1 300, o21ai_2 90, xnor2_1 80, a2111o_1 410
clkdlybuf4s50_1 410
## report_power, final
part           leakage, nW  internal [W]  switching, W  total [W]
Sequential               0             0             0          0
Clock                    0             0             0          0
Combinational        0.669      0.000102     0.0000918   0.000193
## cells in the final DEF (no fill, tap or decap), types with 2 or more instances in the layout
cell type	instances
o32ai_1	4
a21oi_1	7
nand2b_1	3
clkdlybuf4s50_1	15
xnor2_1	3
nor4_1	2
nand4_1	4
a2bb2oi_1	2
o21ai_1	4
a31oi_1	3
nor3_1	3
a211oi_1	4
xor2_1	4
nand3_1	4
o21ai_0	8
mux2i_1	3
o21bai_1	2
nor2_1	13
ha_4	2
nand2_1	12
dlygate4sd2_1	3
buf_4	34
ha_1	9
inv_2	3
inv_1	10
## kinds of logic after synthesis
logic type      Yosys count  share of synthesized area (%)
buf+inv                  23                           11.3
simple gates             51                           26.0
xor+xnor                  7                           6.01
compound gates           51                           35.2
mux                       3                           2.94
fa+ha+maj                14                           18.6
## repair_timing
item                       CTS  global route
gates resized                9             7
gates cloned                 0             0
pin swaps                    2             6
setup endpoints to repair    4             3
## metrics by stage
step	power, W	instance area (um2)	TNS (ps)	cells
6_report	0.000193	1620	0	293
5_1_grt	0.000212	1620	0	293
4_1_cts	0.000187	1580	0	293
3_5_place_dp	0.000182	1550	-381	293
3_3_place_gp	0.000183	1550	-413	293
2_1_floorplan	0.0000946	1020	0	149
## per-layer routing
layer	routed length [um]	vias up	GRT usage (%)	share of wire, %
li1	-	641	-	-
met1	1890	576	9.87	50
met2	1700	34	10.4	45
met3	120	6	0.428	3.2
met4	55	0	0.387	1.5
met5	0	-	0	0
## worst max-delay path by stage
stage | from | end
finish | A[1] | Y[3]
global route | A[2] | Y[2]
CTS | B[1] | Y[3]
Power is estimated from default activity; no workload was simulated.
